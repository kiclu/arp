`flow/run.sh`:
```
#!/bin/bash
# OpenROAD 26Q1-2900-gdf79404cd8, Yosys 0.63+post, stock flow scripts
make -C /OpenROAD-flow-scripts/flow DESIGN_CONFIG=/design/flow/config.mk WORK_HOME=/design/flow/orfs finish
```
`flow/config.mk`:
```
export PLATFORM = sky130hd
export DESIGN_NAME = gca_dlnv
export DESIGN_NICKNAME = gca_dlnv
export VERILOG_FILES = /design/flow/design.v
export SDC_FILE = /design/flow/constraint.sdc
export NUM_CORES = 4
export LEC_CHECK = 1
export CORE_UTILIZATION = 30
```
`flow/constraint.sdc`:
```
current_design gca_dlnv

set clk_period 12.6
set clk_io_pct 0.2

create_clock -name clk0 -period $clk_period [get_ports {CLK}]

set non_clock_inputs [all_inputs -no_clocks]
set_input_delay [expr $clk_period * $clk_io_pct] -clock clk0 $non_clock_inputs
set_output_delay [expr $clk_period * $clk_io_pct] -clock clk0 [all_outputs]
```
`flow/design.v`:
```
module gca_dlnv(
    input [31:0]    coord0,
    input [31:0]    coord1,
    input           ld,
    input           step,
    input           CLK,
    output          FC,
    output [20:0]   ADDR
);
    reg         [15:0] x0;
    reg         [15:0] y0;
    wire        [15:0] x1;
    wire        [15:0] y1;
    reg  signed [15:0] dx, dy;
    reg  signed [15:0] sx, sy;
    reg  signed [15:0] error;
    wire signed [15:0] e2;
    assign x1 = {5'b0, coord1[10:0]};
    assign y1 = {6'b0, coord1[20:11]};
    assign e2 = error <<< 1;
    assign ADDR = {y0[9:0], x0[10:0]};
    assign FC = !ld && (x0 == x1 && y0 == y1 || e2 >= dy && x0 == x1 || e2 <= dx && y0 == y1);
    always @(posedge CLK) begin
        if(ld) begin
            x0 <= {5'b0, coord0[10:0]};
            y0 <= {6'b0, coord0[20:11]};
            sx <= (x0 > x1) ? -16'd1 : 16'd1;
            sy <= (y0 > y1) ? -16'd1 : 16'd1;
            dx <= (x0 < x1) ? (x1 - x0) : (x0 - x1);
            dy <= (y1 < y0) ? (y1 - y0) : (y0 - y1);
            error <= dx + dy;
        end
        if(step && !ld) begin
            if(e2 >= dy) x0 <= x0 + sx;
            if(e2 <= dx) y0 <= y0 + sy;
            if(e2 >= dy && e2 <= dx)
                error <= error + dx + dy;
            else if(e2 >= dy)
                error <= error + dy;
            else if(e2 <= dx)
                error <= error + dx;
        end
    end
endmodule
```
==> notes.md <==
The run finished with clean final reports. Entering global routing, the biggest net connects 54 pins. The number of vias per cell after detailed routing was 5.199. The synthesized design contains 34 enable-type register cells.

Post-CTS timing repair inserted 0 buffers for setup. The mapped netlist covers 0.01035 sq mm. The critical path class was in2out. Detailed routing inserted a total of 9067 vias. Pre-CTS worst setup slack: 4.508 ns.

TritonCTS built the clock tree. The run gives 0.3451 as the core occupancy in the finished layout. The detailed-placement wirelength estimate is 21.29 mm. After floorplanning, the die was sized to cover 0.03526 sq mm. The critical path endpoint has a required time of 10.08 ns. Per the TritonCTS log, the buffer count is 9. In the CTS report, the clock slew at the register clock pins of the worst setup and hold paths is listed as 0.06 ns. The leading area contributor after synthesis is sky130_fd_sc_hd__ha_1. In the final report, the number of hold violations comes to 0.

RePlAce ended its routability-driven mode at a weighted congestion of 0.8774. The fraction of layout cells with a size suffix above 1 came out at 0.04012. For the worst min-delay path, the startpoint reported by OpenROAD is x0[15]. Data arrives at the worst endpoint at 5.52 ns. Startpoint of the most critical register-to-register path: dx[0]. The CTS log lists the clock sinks for this run as 81. The number of nets with antenna violations after detailed routing came out at 0.

The run gives 0.01035 sq mm as the yosys stat chip area. Looking at the critical path, the highest net fanout was 11. The first global-routing pass estimated 44.02 mm of wire. Setup repair after global routing left no endpoint under its margin. The length in cells of the worst reg-to-reg path works out to 17.

Synthesis handed over a netlist of 1263 instances. For the final critical-path setup slack, the log shows 4.561 ns. The fraction of registers with async set/reset came out at 0. The post-CTS hold buffer count recorded in the log is 0. Static timing analysis puts the maximum clock frequency at 0.1244 GHz. A synthesized cell averages 8.198 sq um. Measured along the x axis, the die boundary spans 187.8 microns. Once iteration 0 of detailed routing completed, the report listed 433 DRC markers. Hold analysis shows the worst path with a depth of 2. STA classifies the critical path startpoint as an input pin.

The tightest hold path in the finished design has a slack of 0.5354 ns. With the number of antenna diodes at 0, the total wirelength of the detailed-routed design is 26.65 mm. Endpoint of the lowest-slack register-to-register path: error[14].

Path category of the worst min-delay check: reg2reg. Buffer cell driving the clock tree root: sky130_fd_sc_hd__clkbuf_16. By area the synthesized netlist is led by sky130_fd_sc_hd__ha_1 19%, sky130_fd_sc_hd__edfxtp_1 9.9%, sky130_fd_sc_hd__dfxtp_1 9.1%. Subtracting the final worst setup slack from the clock period gives 8.039 ns. The end of the worst hold path is x0[15]. The clock skew is 0.009137 ns, and the number of top-level design ports is 89.

OpenROAD emitted warnings numbering 70. The tally of yosys warning messages was 1; the setup-violating endpoint count in the final report was 0. The routed design shows a wire length per standard cell of 15.28 microns. The starting density of the core was 0.3065; the initial antenna violation count was 0.

Max-slew check failures listed in the final report amount to 0. The number of synthesized register bits was 81; the placeable core region was 0.03378 sq mm. With the total of cells resized after clock tree synthesis at 0, the area overhead of the layout relative to synthesis is 12.62%. Port buffering added 66 buffers.

For the pin with the worst max-slew slack, the measured transition is 0.8316 ns. The logs give 85 for the tally of unique sky130hd cells used after synthesis and 0.35 ns for the clock latency of the later-clocked register in the worst-skew pair. Share of Yosys cell area claimed by the top area cell type: 0.1909. Post-synth the commonest register cell is sky130_fd_sc_hd__dfxtp_1. The via count of the first global-routing pass was 8434.

The global-route total usage across every layer was 0.1565. The number of buffers between clock root and the deepest sink is 2. The share of synthesized area occupied by flip-flops and latches came out at 0.1895. The library cells used most frequently in the layout, excluding fill and tap cells, are 158 x sky130_fd_sc_hd__ha_1, 102 x sky130_fd_sc_hd__inv_1, 95 x sky130_fd_sc_hd__a21oi_1. TritonRoute reported its final design rule violation total as 0. Global routing finished with a remaining overflow of 0. The worst register-to-register path has a setup slack of 8.30 ns. For the count of instantiated cells in the yosys netlist, the log shows 1263. Among logic cells in the layout, the one with the most instances is sky130_fd_sc_hd__ha_1.

The logs give 0 ns for the final-layout setup total negative slack and 0.4405 for the normalized max-slew margin. The number of placement rows was 67. The H-tree was split into 3 levels. With the number of max-capacitance violations reported at 0, the number of detailed-routing iterations run before antenna repair is 5.

Per the OpenROAD floorplan log, the height of the die is 187.8 microns. The post-route fraction of the period consumed by the critical path came out at 0.6380. The worst setup path is captured at an output pin.
cells by family (layout without fill, tap and decap cells):
kind of cell | Yosys count | in the layout | share of synthesized area
adder cells (fa/ha/maj) | 168 | 168 | 0.2103
buffers and inverters | 160 | 193 | 0.06816
multiplexers | 42 | 42 | 0.04205
AND-OR/OR-AND | 397 | 397 | 0.2531
XOR/XNOR | 92 | 92 | 0.07915
flip-flops | 81 | 81 | 0.1895
AND/OR/NAND/NOR | 323 | 323 | 0.1578
synth_stat cells (4+ instances only):
| cell | count |
|---|---|
| sky130_fd_sc_hd__a211o_1 | 4 |
| sky130_fd_sc_hd__a211oi_1 | 23 |
| sky130_fd_sc_hd__a21boi_0 | 5 |
| sky130_fd_sc_hd__a21o_1 | 51 |
| sky130_fd_sc_hd__a21oi_1 | 95 |
| sky130_fd_sc_hd__a221o_1 | 5 |
| sky130_fd_sc_hd__a311oi_1 | 4 |
| sky130_fd_sc_hd__a31oi_1 | 12 |
| sky130_fd_sc_hd__a41oi_1 | 4 |
| sky130_fd_sc_hd__and2_1 | 5 |
| sky130_fd_sc_hd__and3_1 | 9 |
| sky130_fd_sc_hd__buf_2 | 15 |
| sky130_fd_sc_hd__buf_4 | 21 |
| sky130_fd_sc_hd__clkbuf_1 | 19 |
| sky130_fd_sc_hd__dfxtp_1 | 47 |
| sky130_fd_sc_hd__edfxtp_1 | 34 |
| sky130_fd_sc_hd__fa_1 | 10 |
| sky130_fd_sc_hd__ha_1 | 158 |
| sky130_fd_sc_hd__inv_1 | 102 |
| sky130_fd_sc_hd__mux2i_1 | 39 |
| sky130_fd_sc_hd__nand2_1 | 79 |
| sky130_fd_sc_hd__nand2b_1 | 16 |
| sky130_fd_sc_hd__nand3_1 | 15 |
| sky130_fd_sc_hd__nand4_1 | 8 |
| sky130_fd_sc_hd__nor2_1 | 83 |
| sky130_fd_sc_hd__nor2b_1 | 22 |
| sky130_fd_sc_hd__nor3_1 | 34 |
| sky130_fd_sc_hd__nor4_1 | 8 |
| sky130_fd_sc_hd__nor4_2 | 4 |
| sky130_fd_sc_hd__o211ai_1 | 11 |
| sky130_fd_sc_hd__o21a_1 | 22 |
| sky130_fd_sc_hd__o21ai_0 | 54 |
| sky130_fd_sc_hd__o21ai_1 | 37 |
| sky130_fd_sc_hd__o21bai_1 | 14 |
| sky130_fd_sc_hd__o22ai_1 | 8 |
| sky130_fd_sc_hd__o31a_1 | 6 |
| sky130_fd_sc_hd__o31ai_1 | 4 |
| sky130_fd_sc_hd__or2_2 | 5 |
| sky130_fd_sc_hd__or3_1 | 11 |
| sky130_fd_sc_hd__or4_1 | 7 |
| sky130_fd_sc_hd__xnor2_1 | 58 |
| sky130_fd_sc_hd__xor2_1 | 33 |
layer usage:
metal | track usage | share of wire | vias to the layer above
li1 | - | - | 4679
met1 | 0.2401 | 0.50 | 4201
met2 | 0.2467 | 0.44 | 167
met3 | 0.01928 | 0.042 | 20
met4 | 0.01470 | 0.0092 | 0
met5 | 0 | 0 | -
registers in the layout (all words and copies together), names as in the netlist:
register and flops:
dx 16, dy 16, x0 16, y0 16, error 15, sx 1
sy 1
worst max-delay path, cell delays in order:
cell                              delay [ns]
sky130_fd_sc_hd__clkdlybuf4s50_1        0.45
sky130_fd_sc_hd__ha_1                   0.51
sky130_fd_sc_hd__nand3_1                0.14
sky130_fd_sc_hd__nor2_1                 0.24
sky130_fd_sc_hd__nand2_1                0.11
sky130_fd_sc_hd__nor4_1                 0.73
sky130_fd_sc_hd__a22oi_1                0.22
sky130_fd_sc_hd__nor2_1                 0.14
sky130_fd_sc_hd__clkdlybuf4s50_1        0.46
cell type report:
| type | count | area [sq um] |
|---|---|---|
| clock inverters | 4 | 73.82 |
| fillers | 3413 | 22120 |
| flip-flops and latches | 81 | 1962 |
| clock buffers | 12 | 267.8 |
| inverters | 104 | 390.4 |
| repair buffers | 73 | 710.7 |
| multi-input cells | 1022 | 7695 |
| well taps | 448 | 560.5 |
through the flow:
| stage | cell area, sq um | cells |
|---|---|---|
| 2_1_floorplan | 10350 | 1263 |
| 3_3_place_gp | 11320 | 1728 |
| 3_5_place_dp | 11320 | 1728 |
| 4_1_cts | 11660 | 1744 |
| 5_1_grt | 11660 | 1744 |
| 6_report | 11660 | 1744 |
how the worst max path moves through the flow:
| stage | start | end | slack [ns] | cells past startpoint |
|---|---|---|---|---|
| 4_1_cts | coord1[9] | FC | 4.50 | 9 |
| 5_1_grt | coord1[9] | FC | 4.45 | 9 |
| 6_report | coord1[8] | FC | 4.56 | 9 |
