--- flow/design.v ---
module wtc_addr_dc_v(
	input [20:0] 		PX_ADDR,
	input [20:0] 		PX_ADDR_DIF,
	input					E,
	input					hdae,
	output reg			BA_0,
	output reg			BA_1,
	output [7:0]		COL_0,
	output reg			WE_0,
	output [7:0]		COL_1,
	output reg			WE_1,
	output [7:0]		COL_2,
	output reg			WE_2,
	output [7:0]		COL_3,
	output reg			WE_3
);
	wire [10:0] x_dif;
	wire [9:0]	y_dif;
	wire [10:0]	x;
	wire [9:0]	y;
	assign {y_dif, x_dif} = PX_ADDR_DIF;
	assign {y, x} = PX_ADDR;
	assign COL_0 = x;
	assign COL_1 = x - 200;
	assign COL_2 = x - 400;
	assign COL_3 = x - 600;
	always @(*) begin
		if(E) begin
			if((x_dif > 810 || y_dif > 600) && x_dif < 1000) begin
				if(x < 200) begin
					BA_0 <= 0;
					BA_1 <= 0;
					WE_0 <= 1;
					WE_1 <= 0;
					WE_2 <= 0;
					WE_3 <= 0;
				end
				else if(x < 400) begin
					BA_0 <= 1;
					BA_1 <= 0;
					WE_0 <= 0;
					WE_1 <= 1;
					WE_2 <= 0;
					WE_3 <= 0;
				end
				else if(x < 600) begin
					BA_0 <= 0;
					BA_1 <= 1;
					WE_0 <= 0;
					WE_1 <= 0;
					WE_2 <= 1;
					WE_3 <= 0;
				end
				else if(x < 800) begin
					BA_0 <= 1;
					BA_1 <= 1;
					WE_0 <= 0;
					WE_1 <= 0;
					WE_2 <= 0;
					WE_3 <= 1;
				end
				else begin
					WE_0 <= 0;
					WE_1 <= 0;
					WE_2 <= 0;
					WE_3 <= 0;
				end
			end
		end
		else begin
			WE_0 <= 0;
			WE_1 <= 0;
			WE_2 <= 0;
			WE_3 <= 0;
		end
	end
endmodule
--- flow/run.sh ---
#!/bin/bash
# OpenROAD 26Q1-2900-gdf79404cd8, Yosys 0.63+post, stock flow scripts
make -C /OpenROAD-flow-scripts/flow DESIGN_CONFIG=/design/flow/config.mk WORK_HOME=/design/flow/orfs finish
--- flow/config.mk ---
export PLATFORM = sky130hd
export DESIGN_NAME = wtc_addr_dc_v
export DESIGN_NICKNAME = wtc_addr_dc_v
export VERILOG_FILES = /design/flow/design.v
export SDC_FILE = /design/flow/constraint.sdc
export NUM_CORES = 4
export LEC_CHECK = 1
export CORE_AREA = 10 10 70 70
export DIE_AREA = 0 0 80 80
--- flow/constraint.sdc ---
current_design wtc_addr_dc_v

set clk_period 1.3
set clk_io_pct 0.2

create_clock -name clk0 -period $clk_period

set non_clock_inputs [all_inputs -no_clocks]
set_input_delay [expr $clk_period * $clk_io_pct] -clock clk0 $non_clock_inputs
set_output_delay [expr $clk_period * $clk_io_pct] -clock clk0 [all_outputs]
==> run summary <==
yosys + openroad results -> status=completed, area reported by Yosys stat=695.7 um2, Pint=0.2614 mW, CP max FO=3, syn_area_per_cell=7.816 um2, Netlist cell types=34, Syn. warnings=1, DP Worst Slack=-823.3 ps, first-pass GRT wire length=3.650 mm, register area=90.09 um2, DR vias=745, die x size=80 um, Setup Viol. Count Final=0, CP required=1040 ps, largest area contributor in the netlist=buf_4, slew margin rel.=0.7417, Rows=21, setup_tns=0 ps, met2 wire len=1.055 mm, antenna violation net count after detailed routing=0, Static Leakage=0.5629 nW, crit path time final=1276 ps, residual DRC count=0, Dominant Register Cell=dlxtn_1, Area growth, synth to finish=97.66%, WL/cell=11.78 um, initial antenna violation count=0, endpoints failing hold=0, worst hold slack=520.0 ps, ratio of cells with drive above 1 in the final layout=0.3500, Worst setup EP type=output port, GP Congestion=0.7232, Synth area leaders=buf_4 (21%), dlxtn_1 (13%), ha_1 (9.0%), total power=0.3913 mW, Filler Cells Inserted=347, Synth Cell Area=695.7 um2, top cells by instance count after synthesis=buf_4 (19), nand2_1 (8), dlxtn_1 (6), Top Layer Used=met4, die height=80 um, PD cells=284.5 nW/um2, Post-synth EDFFs=0, Max Cap Violations=0, sequential power share=0.048, DRT iter0 DRCs=7, Cells after Synth=89, register pins left without a clock=6, clock share of power=0, worst slew pin tran=386.6 ps, post-synth top area share=0.2050, Async SR Flop Fraction=0, Yosys reg bits=6, stage-log warning count=48, peak supply drop=0.1234 mV, placed cells=184, Ant. Diodes=0, Hold-fix buffers, CTS=0, crit path DAT=1020 ps, P_sw=0.1298 mW, drt total wl=2.191 mm, GRT Util Overall=0.06705, endpoints left unconstrained=12, Detail Placement HPWL=1.943 mm, Ports=82, Worst Slack Setup Final=24.18 ps, Switching Share=0.3319, core box area=3416 um2, Gate Area=508.0 um2, yosys stat cell total=89, cell with the most instances after synthesis=buf_4, Slew Limit Fails=0, die area=6400 um2, gr ovfl total=0, Comb power frac=0.952, Metal-1 WL=875 um, Min-Delay Path Class=input port to output port, DRT Pass-1 Iters=2, FMAX=783.8 MHz, period utilisation layout=0.9814, vias in the first global route=809, wire length on met3=252 um, critical path type=input port to output port, Port-buffer cells=56, largest net degree at the start of global routing=9, crit start category=input port, final non-filler cell total=186, routed vias/inst=4.005, FP Util=0.2037, RSZ-0062 raised after global routing=true
-- cells by family after synthesis --
logic type	count (synthesis)	synth area share
multiplexers	1	0.01439
buffers and inverters	28	0.2770
AND/OR/NAND/NOR	27	0.2140
adder cells (fa/ha/maj)	5	0.08993
latches	6	0.1295
AND-OR/OR-AND	14	0.1745
XOR/XNOR	8	0.1007
-- per-layer routing --
metal / vias to the layer above / track usage
met5: - / 0
met4: 0 / 0.005282
met3: 2 / 0.02727
met2: 30 / 0.1164
met1: 324 / 0.07821
li1: 389 / -
-- placed cells by master (no fill, tap or decap), types with 2 or more instances in the layout --
master	count
xor2_1	4
buf_2	6
nand2_1	5
a21oi_1	2
nor4_1	2
buf_4	12
nand2_2	3
nor3_1	2
inv_2	2
dlxtn_1	6
buf_8	3
and2_1	2
inv_1	2
clkdlybuf4s50_1	39
nor3b_1	2
o21ai_2	2
nor2_1	3
buf_6	5
ha_4	4
dlygate4sd2_1	7
xnor2_1	3
-- state kept, by name (all words and copies together) (netlist names) --
register and count:
BA_1 1, WE_3 1, WE_1 1, BA_0 1
WE_0 1, WE_2 1
-- worst max-delay path: stages --
cell           delay [ps]
buf_8                  80
inv_6                  30
buf_4                 120
ha_4                  150
xor2_1                130
dlygate4sd2_1         240
-- stage by stage --
| stage | util | cell area [um2] |
|---|---|---|
| 6_report | 0.4026 | 1375 |
| 5_1_grt | 0.4026 | 1375 |
| 4_1_cts | 0.3974 | 1358 |
| 3_5_place_dp | 0.3678 | 1256 |
| 3_3_place_gp | 0.3678 | 1256 |
| 2_1_floorplan | - | 695.7 |
-- repair_timing --
| action | CTS | global route |
|---|---|---|
| endpoints found under the setup margin | 20 | 3 |
| pin swaps | 8 | 4 |
| cloned | 0 | 0 |
| resized | 75 | 5 |
| setup buffers | 2 | 1 |
-- area by class of cell --
type,count,share of cell area
Tap cell,46,0.04186
Inverter,6,0.02548
Multi-Input combinational cell,55,0.3694
Sequential cell,6,0.06551
Timing Repair Buffer,73,0.4977
-- final timing paths --
kind	start	slack [ps]	endpoint	cells after the start
setup / recovery	PX_ADDR[5]	20	COL_2[6]	6
hold / removal	PX_ADDR[2]	520	COL_1[2]	0
-- power groups by stage --
stage                 clock network (mW)  logic, mW  registers [mW]
after global routing                   0      0.411          0.0194
after CTS                              0      0.372          0.0189
final                                  0      0.373          0.0187
Power and IR drop assume default switching activity.
