**flow/run.sh**
```bash
#!/bin/bash
# OpenROAD 26Q1-2900-gdf79404cd8, Yosys 0.63+post, stock flow scripts
make -C /OpenROAD-flow-scripts/flow DESIGN_CONFIG=/design/flow/config.mk WORK_HOME=/design/flow/orfs finish
```
**flow/config.mk**
```make
export PLATFORM = sky130hd
export DESIGN_NAME = gca_drct_v
export DESIGN_NICKNAME = gca_drct_v
export VERILOG_FILES = /design/flow/design.v
export SDC_FILE = /design/flow/constraint.sdc
export NUM_CORES = 4
export LEC_CHECK = 1
export CORE_UTILIZATION = 30
```
**flow/constraint.sdc**
```tcl
current_design gca_drct_v

set clk_period 3.7
set clk_io_pct 0.2

create_clock -name clk0 -period $clk_period [get_ports {CLK}]

set non_clock_inputs [all_inputs -no_clocks]
set_input_delay [expr $clk_period * $clk_io_pct] -clock clk0 $non_clock_inputs
set_output_delay [expr $clk_period * $clk_io_pct] -clock clk0 [all_outputs]
```
**flow/design.v**
```verilog
module gca_drct_v(
    input  [20:0] coord0,
    input  [20:0] coord1,
    input         LD,
    input         step,
    output [20:0] ADDR,
    output        FC,
    input         CLK
);
    reg  [10:0] x0;
    reg  [ 9:0] y0;
    wire [10:0] x1;
    wire [ 9:0] y1;
    assign {y1, x1} = coord1;
    assign ADDR = {y0, x0};
    assign FC = y0 > y1 && !LD;
    always @(posedge CLK) begin
        if(LD) {y0, x0} <= coord0;
        else if(step) begin
            if(x0 == x1) begin
                x0 <= coord0[10:0];
                y0 <= y0 + 1;
            end
            else x0 <= x0 + 1;
        end
    end
endmodule
```
==> reports/summary.txt <==
status -> completed
Cell Chain, Critical Path -> clkdlybuf4s50_1, inv_1, ha_1, nand4_1, o21bai_1, a31oi_1, o31a_1, clkdlybuf4s50_1
flops out of synthesis -> 21
Max FO, Critical Path -> 3
final setup violation count -> 0
Top Ports -> 67
CP Class -> in -> out
Final Critical Period -> 3.28 ns
max-slew violations -> 0
clock slew at reported path FFs -> 0.08 ns
total CTS buffers -> 3
Synth Seq Share -> 39.4%
Power Density -> 296 nW/µm²
Min-Delay Path Depth -> 1
hold buffers post-CTS -> 0
wire per inst -> 12.4 µm
largest net degree at the start of global routing -> 23
CP max stage delay -> 0.45 ns
FP Util -> 31.3%
relative slew slack -> 74.9%
grt ovf -> 0
Ys Warns -> 1
Skew-Pair Late Insertion Delay -> 0.26 ns
Filler Cells Inserted -> 526
syn_area_per_cell -> 10.7 µm²
Ant. Diodes -> 0
root buf cell -> clkbuf_8
Vias -> 1316
Worst Hold Class -> reg -> reg
Via-to-Cell Ratio -> 4.57
post-synthesis cell count -> 149
Area Growth Syn to Fin -> 49.8%
count leader, synth -> edfxtp_1
Synth Flop Type -> edfxtp_1
# DRC -> 0
postcts setup bufs -> 0
Req. time, crit path -> 2.96 ns
initial antenna violation count -> 0
final hold vios -> 0
CTS max path bufs -> 2
Die ar. -> 5630 µm²
CTS resizes -> 0
Yosys Chip Area -> 1600 µm²
post-route ant nets -> 0
DP Wirelength -> 2820 µm
# clock sinks -> 21
Worst Max-Slew Pin Slew -> 0.374 ns
CTS tree -> built
cell count listed in synth_stat.txt -> 149
Syn Std Cell Area -> 1600 µm²
initial drt markers -> 58
Worst R2R Path Depth -> 5
critical path arrival -> 2.54 ns
post-layout period usage of the worst path -> 88.6%
die width -> 75.0 µm
placer congestion estimate -> 0.805
iteration tally of the first detailed-router pass -> 4
Cell area leaders -> edfxtp_1 (39%), ha_1 (9.4%), mux2_4 (8.5%)
startpoint types -> input port
post-synth top area cell -> edfxtp_1
RSZ-0062 raised after global routing -> false
EDFF count, synth -> 21
Routed WL -> 3560 µm
P_leak -> 0.950 nW
max frequency -> 305 MHz
synth cell count leaders -> edfxtp_1 (21), xor2_1 (15), inv_1 (13), nand2_1 (13), xnor2_1 (13)
setup TNS -> 0 ns
Worst Skew -> 0.00249 ns
FP Rows -> 26
vias in the first global route -> 1275
die height -> 75.0 µm
ratio of cells with drive above 1 in the final layout -> 10.6%
H-Tree Level Count -> 1
first-pass GRT wire length -> 5740 µm
most frequent CP cell -> clkdlybuf4s50_1
tool warnings -> 25
Synth async-reset ratio -> 0%
Design Power -> 0.708 mW
CORE AREA -> 5110 µm²
CP Capture Type -> primary output
Overall Global Routing Usage -> 13.8%
Top-area cell share -> 39.4%
maximum VDD drop -> 0.128 mV
Critical-path top delay cell -> clkdlybuf4s50_1
MaxCap Viol Count -> 0
PortBufs -> 66
Distinct cells, synth -> 29
cells in the final DEF (no fill, tap or decap), types with 2 or more instances in the layout:
cell,Yosys,routed
clkdlybuf4s50_1,0,66
edfxtp_1,21,21
xor2_1,15,15
inv_1,13,13
xnor2_1,13,13
nand2_1,13,13
ha_1,12,12
mux2_4,9,9
o21ai_0,9,9
nand3_1,8,8
nand4_1,5,5
nor2_1,4,4
clkbuf_8,0,3
nor4_2,2,2
nor3_1,2,2
mux2_2,2,2
nor2b_1,2,2
a21oi_1,2,2
a21o_1,2,2
a31oi_1,3,2
buf_4,0,2
report_power, final:
part,internal (mW),switching (mW),leakage (nW)
Combinational,0.151,0.0668,0.716
Sequential,0.297,0.0414,0.211
Clock,0.0767,0.0750,0.0228
critical path, delay by kind of cell:
family,cells,cell delay (ns)
AOI/OAI and AO/OA,3,0.45
adders and majority gates,1,0.30
buffers and inverters,3,0.94
and+or+nand+nor,1,0.12
state kept, by name, indices dropped and copies added (netlist names):
register  flops
x0           11
y0           10
through the flow:
stage	cell area (µm²)	setup WS [ns]	std cells	util (%)	hold slack [ns]
after detailed placement	2350	0.411	284	46.0	0.696
after global placement	2350	0.430	284	46.0	0.689
final	2390	0.420	288	46.9	0.713
after CTS	2390	0.407	288	46.9	0.721
after floorplan	1600	1.38	149	-	0.624
after global routing	2390	0.218	288	46.9	0.746
logic make-up (layout without fill, tap and decap cells):
group | count (synthesis) | after routing | share of synthesized area (%)
buffers and inverters | 16 | 85 | 4.23
xor gates and xnor gates | 28 | 28 | 15.3
adders and majority gates | 12 | 12 | 9.39
and+or+nand+nor | 41 | 41 | 13.9
AOI/OAI and AO/OA | 19 | 19 | 7.28
DFF | 21 | 21 | 39.4
muxes | 12 | 12 | 10.5
final timing paths:
check / slack [ns] / to / startpoint
setup / recovery: 0.42 / FC / coord1[16]
hold / removal: 0.71 / y0[0]$_DFFE_PP_ / y0[0]$_DFFE_PP_
setup reg to reg: 1.71 / x0[7]$_DFFE_PP_ / x0[2]$_DFFE_PP_
hold reg to reg: 0.71 / y0[0]$_DFFE_PP_ / y0[0]$_DFFE_PP_
area by class of cell:
class,instances,area [µm²],share of cell area (%)
Multi-Input combinational cell,112,907,37.9
Timing Repair Buffer,68,676,28.2
Sequential cell,21,631,26.3
Tap cell,70,87.6,3.66
Inverter,13,48.8,2.04
Clock buffer,4,45.0,1.88
metal layers:
layer  up-vias  global-route usage (%)  share of wire (%)
li1        672                       -                  -
met1       587                    21.7                 48
met2        55                    21.6                 42
met3         2                    2.85                9.5
met4         0                    1.05               0.34
met5         -                       0                  0
Power and IR drop assume default switching activity.
